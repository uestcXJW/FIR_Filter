==> flow/design.v <==
`timescale 1ns / 1ps
module FIR_filter(data_in,data_out,reset,CLK,music);
input wire signed [15:0]data_in;
output reg signed [31:0]data_out;
input reset;
input music;
input CLK;
parameter word_width = 16;
parameter      order =15;
wire signed [15:0] coef [0:15];
reg signed [15:0] delay_pipeline[0:15];          
          assign coef[0]=-58;
          assign coef[1]=15;
          assign coef[2]=601;
          assign coef[3]=223;
          assign coef[4]=-2831;
          assign coef[5]=-2447;
          assign coef[6]=10325;
          assign coef[7]=26941;
          assign coef[8]=26941;
          assign coef[9]=10325;
          assign coef[10]=-2447;
          assign coef[11]=-2831;
          assign coef[12]=223;
          assign coef[13]=601;
          assign coef[14]=15;
          assign coef[15]=-58;
reg signed [31:0]product[0:15];
reg signed [31:0]sum;
reg signed [15:0]data_in_buf;
always@(posedge CLK or negedge reset)
begin 
  if (!reset)
   begin
    data_in_buf<=0;
   end
  else begin
    data_in_buf<=data_in;
   end
end
always@(posedge CLK or negedge reset)
  begin 
    if(!reset) begin
        delay_pipeline[0]<=0;
        delay_pipeline[1]<=0;
        delay_pipeline[2]<=0;
        delay_pipeline[3]<=0;
        delay_pipeline[4]<=0;
        delay_pipeline[5]<=0;
        delay_pipeline[6]<=0;
        delay_pipeline[7]<=0;
        delay_pipeline[8]<=0;
        delay_pipeline[9]<=0;
        delay_pipeline[10]<=0;
        delay_pipeline[11]<=0;
        delay_pipeline[12]<=0;
        delay_pipeline[13]<=0;
        delay_pipeline[14]<=0;
        delay_pipeline[15]<=0;
        delay_pipeline[16]<=0;
      end
      else begin
      delay_pipeline[0]<=data_in_buf;
      delay_pipeline[1]<=delay_pipeline[0];
      delay_pipeline[2]<=delay_pipeline[1];
      delay_pipeline[3]<=delay_pipeline[2];
      delay_pipeline[4]<=delay_pipeline[3];
      delay_pipeline[5]<=delay_pipeline[4];
      delay_pipeline[6]<=delay_pipeline[5];
      delay_pipeline[7]<=delay_pipeline[6];
      delay_pipeline[8]<=delay_pipeline[7];
      delay_pipeline[9]<=delay_pipeline[8];
      delay_pipeline[10]<=delay_pipeline[9];
      delay_pipeline[11]<=delay_pipeline[10];
      delay_pipeline[12]<=delay_pipeline[11];
      delay_pipeline[13]<=delay_pipeline[12];
      delay_pipeline[14]<=delay_pipeline[13];
      delay_pipeline[15]<=delay_pipeline[14];
      end 
    end 
always@(posedge CLK or negedge reset)
begin
  if (!reset)begin
  product[0]<=0;
  product[1]<=0;
  product[2]<=0;
  product[3]<=0;
  product[4]<=0;
  product[5]<=0;
  product[6]<=0;
  product[7]<=0;
  product[8]<=0;
  product[9]<=0;
  product[10]<=0;
  product[11]<=0;
  product[12]<=0;
  product[13]<=0;
  product[14]<=0;
  product[15]<=0;
  product[16]<=0;
  end
  else begin
  product[0]<=coef[0]*delay_pipeline[0];
  product[1]<=coef[1]*delay_pipeline[1];
  product[2]<=coef[2]*delay_pipeline[2];
  product[3]<=coef[3]*delay_pipeline[3];
  product[4]<=coef[4]*delay_pipeline[4];
  product[5]<=coef[5]*delay_pipeline[5];
  product[6]<=coef[6]*delay_pipeline[6];
  product[7]<=coef[7]*delay_pipeline[7];
  product[8]<=coef[8]*delay_pipeline[8];
  product[9]<=coef[9]*delay_pipeline[9];
  product[10]<=coef[10]*delay_pipeline[10];
  product[11]<=coef[11]*delay_pipeline[11];
  product[12]<=coef[12]*delay_pipeline[12];
  product[13]<=coef[13]*delay_pipeline[13];
  product[14]<=coef[14]*delay_pipeline[14];
  product[15]<=coef[15]*delay_pipeline[15];
  end
end
always@(posedge CLK or negedge reset)
begin
  if(!reset)
  begin
  sum<=0;
  end
  else begin
  sum<=product[0]+product[1]+product[2]+product[3]+product[4]+product[5]+product[6]+product[7]+product[8]+product[9]+product[10]+product[11]+product[12]+product[13]+product[14]+product[15];
  end
end
always@(posedge CLK or negedge reset)
begin
  if(!reset)
  begin
  data_out<=0;
  end
  else begin
  data_out = sum;
  end
end
endmodule
==> flow/run.sh <==
#!/bin/bash
# OpenROAD 26Q1-2900-gdf79404cd8, Yosys 0.63+post, stock flow scripts
make -C /OpenROAD-flow-scripts/flow DESIGN_CONFIG=/design/flow/config.mk WORK_HOME=/design/flow/orfs finish
==> flow/config.mk <==
export PLATFORM = sky130hd
export DESIGN_NAME = FIR_filter
export DESIGN_NICKNAME = FIR_filter
export VERILOG_FILES = /design/flow/design.v
export SDC_FILE = /design/flow/constraint.sdc
export NUM_CORES = 4
export LEC_CHECK = 1
export CORE_UTILIZATION = 40
==> flow/constraint.sdc <==
current_design FIR_filter

set clk_period 12.3
set clk_io_pct 0.2

create_clock -name clk0 -period $clk_period [get_ports {CLK}]

set non_clock_inputs [all_inputs -no_clocks]
set_input_delay [expr $clk_period * $clk_io_pct] -clock clk0 $non_clock_inputs
set_output_delay [expr $clk_period * $clk_io_pct] -clock clk0 [all_outputs]
==> run notes <==
fresh numbers from the pnr run: Placed Instance Area 0.0882 sq mm, worst slew pin tran 0.907 ns, Std-Cell Rows 167, first drt pass iteration count 7, Routed WL 190000 um, Crit Path Class reg -> reg, RePlAce Congestion 0.959, core area 0.208 sq mm, slew margin rel. 39.1%, Simple Share, Synth 3.84%, synthesized cell area 0.0840 sq mm, DP HPWL 163000 um, xor/xnor share 4.69%, vias in the first global route 55100, delay-heaviest family, CP adder cells, Seq share, synth 21.8%, DR DRC count 0, crit-path max FO 6, worst hold slack 0.343 ns, Mux area share 0.568%, fp_density 40.4%, fin crit share 57.3%, layout cells sized above 1 3.13%, Max Cap Viol 0, Slowest-stage cell, CP fa_1, Die Y 460 um, crit path DRT 12.84 ns, YS chip area 0.0840 sq mm, most used cell, CP fa_1, fmax 142 MHz, Max stage delay on crit path 0.74 ns, IO buf count 49, number of gates resized after CTS 0, yosys cell count 7815, CTS Buf Count 89, CTS tree done, fin crit period 7.05 ns, critical path arrival 7.58 ns, worst-path cell chain inv_1 -> fa_1 -> inv_1 -> fa_1 -> fa_1 -> fa_1 -> fa_1 -> inv_1 -> fa_1 -> inv_1 -> ha_1 -> o21ai_0 -> o21ai_0 -> nand4b_1 -> nand3_1 -> o31a_1 -> a41oi_1 -> o21ai_0 -> xor2_1, CTS sink cnt 733, CP Capture Type register, Final Max-Slew Violation Tally 0, Tot GR Track Use 20.3%, # IOs 51, post-synthesis cell count 7815, # setup viols final 0, Primary FF master, synth dfrtp_1, setup TNS 0 ns, tool warnings 111, Synth flops 733, largest net degree at the start of global routing 117, Die ar. 0.212 sq mm, Adders+Majority by Area 52.3%, Routed WL per cell 17.6 um, vias 50500, yosys warns 3, Synth cell types 72, first-pass GRT wire length 309000 um, Hold WC Path Type reg -> reg, CTS clock-pin slew for the worst setup and hold paths 0.06 ns, root buffer cell clkbuf_16, Max Clock Skew 0.0436 ns, crit path buf inv count 4, status finished clean, Routed Antenna Nets 0, Initial DRC Count 2232, Dominant comb cell adder cells, Die Width 460 um, total global routing overflow 0, Mean Syn Cell Area 10.7 sq um, initial antenna violation count 4, clock tree buffer depth 3, Worst setup SP type register, final hold viol count 0, H-tree levels 3, Post CTS Setup Buffer Count 0, Complex Gates by Area 6.10%, P&R area growth vs syn 8.82%, pre-CTS WS 5.31 ns, async set-reset flop share out of synthesis 100%, Late-Pin Clk Latency 0.73 ns, RSZ-0062 raised after global routing false, number of flops mapped to enable cells by yosys 0, worst setup margin 5.25 ns, # hold bufs at CTS 0, post-route cell area 0.0914 sq mm, Vias/cell 4.66
## per-layer routing
metal	part of all wire, %	track usage [%]	wire, um
met1	42	28.5	79700
met3	10	8.65	19100
met2	45	30.3	86400
met5	0	0	0
met4	2.7	4.42	5210
## flip-flops by register name, indices dropped and copies added, names as in the netlist
| signal | flops |
|---|---|
| product | 397 |
| delay_pipeline | 256 |
| data_out | 32 |
| sum | 32 |
| data_in_buf | 16 |
## layout by cell type (no fill, tap or decap), types with 24 or more instances in the layout
cell type,n
inv_1,2369
ha_1,1469
fa_1,1276
dfrtp_1,733
xnor2_1,336
nor2_1,232
a21oi_1,230
o21ai_0,132
nand2_1,131
a21o_1,116
xor2_1,111
clkbuf_16,90
nor3_1,66
nand3_1,58
o21bai_1,50
o21a_1,48
clkdlybuf4s50_1,48
a211oi_1,43
buf_4,34
nand2b_1,30
nor2b_1,26
and3_1,25
mux2i_1,24
## through the flow
stage	util, %	instances
after global routing	44.0	10800
after detailed placement	42.4	10700
after floorplan	-	7815
after global placement	42.4	10700
final	44.0	10800
after CTS	44.0	10800
## logic make-up (layout without fill, tap and decap cells)
logic type,after synthesis,count (layout)
xor+xnor,448,448
simple gates,678,678
compound gates,784,784
other cells,0,3
buf+inv,2382,2617
flops,733,733
fa+ha+maj,2745,2745
mux,45,45
## synth_stat cells, types with 25 or more instances
| cell | number | area share [%] |
|---|---|---|
| a211oi_1 | 43 | 0.38 |
| a21o_1 | 116 | 1.0 |
| a21oi_1 | 230 | 1.4 |
| and3_1 | 25 | 0.19 |
| dfrtp_1 | 733 | 22 |
| fa_1 | 1276 | 30 |
| ha_1 | 1469 | 22 |
| inv_1 | 2369 | 11 |
| nand2_1 | 131 | 0.59 |
| nand2b_1 | 30 | 0.22 |
| nand3_1 | 58 | 0.35 |
| nor2_1 | 232 | 1.0 |
| nor2b_1 | 26 | 0.19 |
| nor3_1 | 66 | 0.39 |
| o21a_1 | 48 | 0.43 |
| o21ai_0 | 132 | 0.79 |
| o21bai_1 | 50 | 0.45 |
| xnor2_1 | 336 | 3.5 |
| xor2_1 | 111 | 1.2 |
## area by class of cell
type	instances	area, sq um
repair buffers	84	771
flip-flops and latches	733	18300
diodes	3	7.51
fillers	19000	117000
clock buffers	119	2560
multi-input cells	4700	56700
well taps	2788	3490
inverters	2370	8900
clock inverters	44	627
## worst paths after layout
kind,startpoint,endpoint,slack (ns),depth (start not counted)
min reg2reg,data_in_buf[13]$_DFF_PN0_,delay_pipeline[0][13]$_DFF_PN0_,0.34,0
max in group asynchronous,reset,product[7][30]$_DFF_PN0_,7.76,5
max reg2reg,delay_pipeline[5][3]$_DFF_PN0_,sum[28]$_DFF_PN0_,5.25,19
min,data_in_buf[13]$_DFF_PN0_,delay_pipeline[0][13]$_DFF_PN0_,0.34,0
min in group asynchronous,reset,product[2][11]$_DFF_PN0_,1.65,1
max,delay_pipeline[5][3]$_DFF_PN0_,sum[28]$_DFF_PN0_,5.25,19
